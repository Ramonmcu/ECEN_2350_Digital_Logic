==> flow/constraint.sdc <==
current_design StateMachine

set clk_period 1.6
set clk_io_pct 0.2

create_clock -name clk0 -period $clk_period [get_ports {clk}]

set non_clock_inputs [all_inputs -no_clocks]
set_input_delay [expr $clk_period * $clk_io_pct] -clock clk0 $non_clock_inputs
set_output_delay [expr $clk_period * $clk_io_pct] -clock clk0 [all_outputs]
==> flow/run.sh <==
#!/bin/bash
# OpenROAD 26Q1-2900-gdf79404cd8, Yosys 0.63+post, stock flow scripts
make -C /OpenROAD-flow-scripts/flow DESIGN_CONFIG=/design/flow/config.mk WORK_HOME=/design/flow/orfs finish
==> flow/config.mk <==
export PLATFORM = sky130hd
export DESIGN_NAME = StateMachine
export DESIGN_NICKNAME = StateMachine
export VERILOG_FILES = /design/flow/design.v
export SDC_FILE = /design/flow/constraint.sdc
export NUM_CORES = 4
export LEC_CHECK = 1
export CORE_AREA = 10 10 70 70
export DIE_AREA = 0 0 80 80
==> flow/design.v <==
module StateMachine(clk,clear,Start,Stop,Result,z);
	input clk,clear,Start,Stop;
	input [13:0]Result;
	output reg [1:0] z;
	reg [1:0] y,Y;
	localparam	A=2'b00, B=2'b01, C=2'b10, D=2'b11;
	always @(y,Start,Stop,Result,clear)
		case(y)
			A: if(!Start)  		  Y = B;
				else  	  		  Y = A;
			B: if(Result == 0 & Start)  Y = C; 
				else       		  Y = B;
			C: if(!Stop)   		  Y = D;
				else  	  		  Y = C;
			D: if(clear)   		  Y = A;
				else		  		  Y = D;		
			endcase
			always @(posedge clear, posedge clk)
				if(clear) y <= A;
				else y <= Y;
			always @(y)
				if 		(y==A) z = A;
				else if  (y==B) z = B;
				else if  (y==C) z = C;
				else if  (y==D) z = D;	
endmodule 	
==> flow_metrics.tcl <==
# place-and-route summary
set metrics [dict create \
    outcome "complete, no violations" \
    dp_hpwl_microns 671 \
    viasPerCell 2.82 \
    ys_warn_count 1 \
    cpPeakStageDelay_ns 0.50 \
    irDropWorstVdd_v 0.000189 \
    die_h_microns 80 \
    layout_setup_ws_ns 0.376 \
    gp_congestion 0.620 \
    relSlewSlack_pct 80.8 \
    cts_tree "yes" \
    numSynthFlops 6 \
    max_cap_violations 0 \
    dr.pass1.iters 3 \
    dp_slack_ns 0.103 \
    rows 21 \
    ios 20 \
    tightest_slew_ns 0.285 \
    clock.latency.late_pin_ns 0.24 \
    path_cells "clkdlybuf4s50_1 > nor4b_2 > and4_1 > o22ai_1" \
    dieArea_sq_um 6400 \
    wl_per_cell_microns 8.26 \
    grt_first_pass_wirelength_mm 1.18 \
    grt_pass1_vias 310 \
    drc 0 \
    warnings 25 \
    grt_max_degree 6 \
    r2r-start "y[0]" \
    endpoint_kind "flop" \
    syn-cell-area_sq_um 235 \
    power_frac_clock_pct 47.6 \
    port-buffer-count 19 \
    ctsResizeCount 0 \
    finClkSkew_ns 0.00599 \
    finalMaxSlewViolations 0 \
    crit_family "buffers and inverters" \
    clock_path_buffers 2 \
    grt_overflow 0 \
    area_leaders "dfrtp_1, dlxtn_1, dfstp_2" \
    critPathSlowestCell "clkdlybuf4s50_1" \
    core_util_floorplan_pct 6.89 \
    antenna_found_initial 0 \
    core_sq_um 3420 \
    largest_area_cell "dfrtp_1" \
    totalNegativeSetupSlack_ns 0 \
    antenna-diode-count 0 \
    synthCells 22 \
    crit_arrival_ns 1.34 \
    top_area_share_pct 31.9 \
    p_sw_w 0.0000538 \
    worst-path-buf-inv 1 \
    ys_area_sq_um 235 \
    grt_setup_unrepaired "false" \
    cts_buffers 3 \
    postCtsSetupRepairBufs 0 \
    setup_viol 0 \
    finalHoldViolCount 0 \
    unclocked_pins 2 \
    fin_crit_ns 1.22 \
    p_sw_share_pct 18.7 \
    crit_required_ns 1.72 \
    vias 257 \
    drive_above_1_share_pct 11.1 \
    hold_class "input pin to asynchronous set/reset pin" \
    cp_max_fo 3 \
    synth_area_per_cell_sq_um 10.7 \
    worst_setup_path_start_kind "input pin" \
    critPathLaunch "Start" \
    grt_use_total_pct 2.27 \
    internal-power_w 0.000234 \
    combPwrFrac_pct 17.0 \
    cts-root-buf "clkbuf_4" \
    die_width_microns 80 \
    syn2layout_area_growth_pct 116 \
    untimed_endpoints 4 \
    fin_util_pct 14.9 \
    crit_type "input pin to flop" \
    layout_worst_path_cycle_share_pct 76.5 \
    h-tree-depth 1 \
    pwr-share-seq_pct 35.4 \
    ys_cells 22 \
    cts.clk_slew.worst_paths_ns 0.04 \
    antenna_left 0 \
    fill_cells 408 \
    p_leak_nw 0.197 \
    drt_wl_total_microns 752 \
    cts_hold_buf 0 \
    power_density_nw_per_um2 565 \
    drt_iter0_drc 1 \
    fmax_mhz 817 \
    synth_cell_types 12 \
]
## cells in the mapped netlist
cell type  number
a21oi_1         1
a22o_1          3
and4_1          1
dfrtp_1         3
dfstp_2         1
dlxtn_1         2
inv_1           4
nor2_1          1
nor3_1          1
nor4_1          3
nor4b_2         1
o22ai_1         1
## sequential cells by signal, indices dropped and copies added, names as in the netlist
name	flops
y	4
z	2
## final timing paths
check / end / slack (ns) / depth (start not counted)
setup / recovery: y[2] / 0.38 / 4
hold reg to reg: y[0] / 0.53 / 1
min in group clk0: y[0] / 0.53 / 1
hold / removal: y[2] / 0.30 / 2
max in group asynchronous: y[0] / 1.06 / 2
setup reg to reg: y[2] / 0.77 / 2
## layout make-up
type	count	area, sq um	area share, %
Clock buffer	4	26.3	5.16
Inverter	4	15.0	2.95
Multi-Input combinational cell	12	88.8	17.4
Sequential cell	6	131	25.8
Tap cell	46	57.6	11.3
Timing Repair Buffer	19	190	37.3
## stage by stage
stage / total power, W / cells / hold WS [ns] / area, sq um
final: 0.000288 / 91 / 0.304 / 509
after global routing: 0.000314 / 91 / 0.311 / 509
after CTS: 0.000298 / 91 / 0.300 / 509
after detailed placement: 0.000153 / 87 / 0.530 / 483
after global placement: 0.000152 / 87 / 0.516 / 483
after floorplan: 0.000108 / 22 / 0.0939 / 235
## cell usage in the layout (no fill, tap or decap)
master and n:
dlxtn_1 2, dfrtp_1 3, a22o_1 3, dfstp_2 1, clkbuf_1 1, nor4b_2 1, nor4_1 3, a21oi_1 1
and4_1 1, clkbuf_4 3, o22ai_1 1, nor3_1 1, clkdlybuf4s50_1 19, inv_1 4, nor2_1 1
## kinds of logic (layout without fill, tap and decap cells)
logic type | count (synthesis) | after routing | synth area share (%)
and+or+nand+nor | 7 | 7 | 21.8
AOI/OAI and AO/OA | 5 | 5 | 16.0
DFF | 4 | 4 | 43.1
buffers and inverters | 4 | 27 | 6.38
latches | 2 | 2 | 12.8
## worst reg2reg max path: stages, from the launching register on
cell and delay, ns:
dfstp_2 0.56, inv_1 0.05, o22ai_1 0.14
## power by group through the flow
stage	combinational, W	clock, W	sequential [W]
CTS	0.0000497	0.000146	0.000102
global route	0.0000530	0.000159	0.000102
finish	0.0000489	0.000137	0.000102
## per-layer routing
layer | routed length, microns | up-vias | global-route usage (%)
met1 | 359 | 105 | 2.87
met4 | 0 | 0 | 0.880
met5 | 0 | - | 0
met3 | 166 | 0 | 2.73
met2 | 226 | 22 | 2.09
li1 | - | 130 | -
Power and IR drop assume default switching activity.
