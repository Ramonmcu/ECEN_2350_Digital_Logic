[./constraint.sdc]
current_design Clk_Divider

set clk_period 3.6
set clk_io_pct 0.2

create_clock -name clk0 -period $clk_period [get_ports {clk}]

set non_clock_inputs [all_inputs -no_clocks]
set_input_delay [expr $clk_period * $clk_io_pct] -clock clk0 $non_clock_inputs
set_output_delay [expr $clk_period * $clk_io_pct] -clock clk0 [all_outputs]
[./design.v]
module Clk_Divider(clk,clkout);
input clk;
output clkout; 
reg clkout; 
reg [15:0]counter;
parameter n=25000;
always @(posedge clk)
	begin 
		if (counter == n)
			begin 
	        clkout=~clkout;
			  counter=0;
			end 
		else 
			begin
		     counter=counter+1;
			end 
	end 
endmodule 
[./config.mk]
export PLATFORM = sky130hd
export DESIGN_NAME = Clk_Divider
export DESIGN_NICKNAME = Clk_Divider
export VERILOG_FILES = /design/flow/design.v
export SDC_FILE = /design/flow/constraint.sdc
export NUM_CORES = 4
export LEC_CHECK = 1
export CORE_AREA = 10 10 78 78
export DIE_AREA = 0 0 88 88
[./run.sh]
#!/bin/bash
# OpenROAD 26Q1-2900-gdf79404cd8, Yosys 0.63+post, stock flow scripts
make -C /OpenROAD-flow-scripts/flow DESIGN_CONFIG=/design/flow/config.mk WORK_HOME=/design/flow/orfs finish
==> impl_summary.log <==
[report] extracting results
INFO  metric grt.overflow.total = 0
INFO  metric tritoncts_num_sinks = 17
INFO  metric wl_per_cell = 8.63 um
INFO  metric finalCriticalPeriod = 1.80 ns
INFO  metric end_kind = register
INFO  metric first_global_vias = ~470
INFO  metric critical_path.startpoint_type = register
INFO  metric vias = 485
INFO  metric finalCritPeriodShare = 50.0%
INFO  metric grt_use_total = approximately 3.2%
INFO  metric drv_cap = 0
INFO  metric boundaryPins = 2
INFO  metric num-fill-cells = around 460
INFO  metric detail_route.first_pass.iterations = 4
INFO  metric setup_viol_count_final = 0
INFO  metric edf_count = 1
INFO  metric grt_max_degree = 11
INFO  metric drt.antenna.violating_nets = 0
INFO  metric worstMarginPinSlew = 0.536 ns
INFO  metric ys_top_cells_by_area = sky130_fd_sc_hd__dfxtp_1 (44%), sky130_fd_sc_hd__xnor2_1 (7.2%), sky130_fd_sc_hd__xor2_1 (7.2%)
INFO  metric ctsRootBufferMaster = sky130_fd_sc_hd__clkbuf_8
INFO  metric gr-usage-met3 = 1.96%
INFO  metric port_buffers = 1
INFO  metric total_leakage_power = 0.308 nW
INFO  metric report.final.slew_viol_count = 0
INFO  metric finalClockSkew = 0.00575 ns
INFO  metric post_cts_setup_buffer_count = 0
INFO  metric post-route-worst-setup-slack = 1.80 ns
INFO  metric layoutNonFillerInstCount = 131
INFO  metric layout.area.seq = 350 um^2
INFO  metric clock_insertion_delay_worst_skew = around 0.25 ns
INFO  metric final_design_area_no_fill = 852 um^2
INFO  metric detailed_place_hpwl = 819 um
INFO  metric max_transition_margin = 64.0%
INFO  metric rows = 24
INFO  metric mean_area_per_synthesized_cell = 9.87 um^2
INFO  metric synth_largest_type_area_fraction = 43.8%
INFO  metric area_used_by_multi_input_combinational_logic = approximately 370 um^2
INFO  metric cts_resized = 0
INFO  metric ys_top_cells_by_count = sky130_fd_sc_hd__dfxtp_1 (16), sky130_fd_sc_hd__nor2_1 (7), sky130_fd_sc_hd__xnor2_1 (6), sky130_fd_sc_hd__xor2_1 (6)
INFO  metric synthesized_instance_count = 74
INFO  metric timing.setup.tns = 0 ns
INFO  metric clockBufferDepth = 2
INFO  metric critPathRequiredTime = 3.49 ns
INFO  metric gpl.final_weighted_congestion = 0.781
INFO  metric synth_flop_type = sky130_fd_sc_hd__dfxtp_1
INFO  metric syn_to_layout_area_delta = 16.6%
INFO  metric cts_tree = yes
INFO  metric cts_hold_repair.buffers = 0
INFO  metric yosysCellCount = about 74
INFO  metric max_freq = 556 MHz
INFO  metric wire_length_of_the_first_global_routing_pass = 2.06 mm
INFO  metric place_area = 806 um^2
INFO  metric synthMostInstantiatedCell = sky130_fd_sc_hd__dfxtp_1
INFO  metric path_clk_slew = about 0.06 ns
INFO  metric crit_path_max_fo = 10
INFO  metric yosys-stat-area = 731 um^2
INFO  metric synth_sequential_area_ratio = between 40% and 50%
INFO  metric globalRouteMet2Util = 4.17%
INFO  metric placement.setup.worst_slack = 1.81 ns
INFO  metric cts-htree-levels = 1
INFO  metric synth_async_sr_flop_share = 0%
INFO  metric drive_above_1_share = 8.86%
INFO  metric stage_log_warnings = 26
INFO  metric grt.busiest_layer = met1
INFO  metric dp.cells = 127
INFO  metric tritoncts.num_buffers = 3
INFO  metric ys_ff = 17
INFO  metric largest_area_cell = sky130_fd_sc_hd__dfxtp_1
INFO  metric antenna_cells = 0
INFO  metric rsz0062_at_grt = false
INFO  metric hold_path.class = reg2reg
INFO  metric number_of_antenna_violations_at_the_first_check_in_global_routing = 0
INFO  metric post_synth_num_cell_types = 24
INFO  metric grt_util_met1 = 4.66%
INFO  metric vdd_drop_max = 0.169 mV
INFO  metric finalHoldViolCount = 0
INFO  metric coreArea = 4410 um^2
INFO  metric outcome = finished clean
INFO  metric via_per_inst = 3.70
INFO  metric drc_violations_left = 0
INFO  metric power_density = 382 nW/um^2
INFO  metric floorplan.initialDensity = 16.6%
INFO  metric dieWidth = 88 um
INFO  metric drtIter0Drc = about 46
INFO  metric arrival_time_of_the_worst_setup_path = 1.69 ns
INFO  metric die_y = 88 um
INFO  metric die-area = 7740 um^2
INFO  metric setup.worst_path.class = reg2reg
INFO  metric synth_warnings = 1
INFO  metric wirelength = 1.13 mm
INFO  metric synthesis.area = 731 um^2
==> routing by layer <==
metal | vias to the layer above | wire (um)
li1 | 268 | -
met1 | 207 | 621
met2 | 8 | 409
met3 | 2 | 90
met4 | 0 | 9
met5 | - | 0
==> flip-flops by register name, summed over array words and instances (netlist names) <==
signal	count
counter	16
clkout	1
==> cells in the final DEF (no fill, tap or decap), types with 2 or more instances in the layout <==
cell type and count:
sky130_fd_sc_hd__inv_1 4, sky130_fd_sc_hd__dfxtp_1 16, sky130_fd_sc_hd__nand4_1 5, sky130_fd_sc_hd__nor3_1 3, sky130_fd_sc_hd__clkbuf_8 3, sky130_fd_sc_hd__xor2_1 6
sky130_fd_sc_hd__ha_1 2, sky130_fd_sc_hd__nand3_1 5, sky130_fd_sc_hd__nand2_1 5, sky130_fd_sc_hd__xnor2_1 6, sky130_fd_sc_hd__or3_1 2, sky130_fd_sc_hd__nor2_1 7
==> metrics by stage <==
step           hold WS, ns  total power, mW  utilization [%]
2_1_floorplan        0.424            0.194                -
3_3_place_gp         0.445            0.194             18.3
3_5_place_dp         0.447            0.194             18.3
4_1_cts              0.462            0.329             19.3
5_1_grt              0.490            0.338             19.3
6_report             0.452            0.325             19.3
==> final timing paths <==
check / start / endpoint / slack (ns) / cells after the start
max reg2reg: counter[9] / clkout / 1.80 / 2
min reg2reg: counter[15] / counter[15] / 0.45 / 1
max: counter[9] / clkout / 1.80 / 2
min: counter[15] / counter[15] / 0.45 / 1
==> cells by family (layout without fill, tap and decap cells) <==
group	Yosys count	after routing	share of synthesized area [%]
simple gates	36	36	29.5
flops	17	17	47.9
xor+xnor	12	12	14.4
buf+inv	4	9	2.05
fa+ha+maj	2	2	3.42
compound gates	2	2	1.37
mux	1	1	1.37
==> where the power goes <==
group	leakage, nW	switching [mW]	internal (mW)	total (mW)
combinational	0.142	0	0	0.000000142
clock	0.0255	0.0590	0.0766	0.136
sequential	0.140	0	0.190	0.190
total	0.308	0.0590	0.266	0.325
==> critical path: stages, from the launching register on <==
cell	delay (ns)
sky130_fd_sc_hd__dfxtp_1	0.35
sky130_fd_sc_hd__or4_4	0.54
sky130_fd_sc_hd__nor4_4	0.55
==> final cells by class <==
class                   instances  share of cell area [%]
well taps                      52                    7.64
inverters                       4                    1.76
repair buffers                  1                    1.17
flip-flops and latches         17                    41.1
clock inverters                 1                   0.587
multi-input cells              53                    42.9
clock buffers                   3                    4.85
No activity file was given, so power comes from the tool's default toggle rates.
